==> flow/design.v <==
module mac2 (
    input [31:0] a,
    input [31:0] kernel,
    output [31:0] out
);
    reg [31:0] dot_prod [1:0][1:0];
    reg [31:0] add_l1 [1:0];
    reg [31:0] add_l2;
    assign out = add_l2;
    always @(*) begin
        dot_prod[0][0] = a[7:0] * kernel[7:0];
        dot_prod[0][1] = a[15:8] * kernel[15:8];
        dot_prod[1][0] = a[23:16] * kernel[23:16];
        dot_prod[1][1] = a[31:24] * kernel[31:24];
        add_l1[0] = dot_prod[0][0] + dot_prod[0][1];
        add_l1[1] = dot_prod[1][0] + dot_prod[1][1];
        add_l2 = add_l1[0] + add_l1[1];
    end
endmodule
module nmcu4 #(
    parameter A_size = 4,
    parameter kernel_size = 2,
    parameter padding = 0,
    parameter stride = 1,
    parameter output_size = 2,
    parameter width = 8
)(
    input [128-1:0] A,
    input [32-1:0] kernel,
    output [288-1:0] out
);
mac2 mac_0 ({A[15:0], A[47:32]}, kernel, out[31:0]);
mac2 mac_1 ({A[23:8], A[55:40]}, kernel, out[63:32]);
mac2 mac_2 ({A[31:16], A[63:48]}, kernel, out[95:64]);
mac2 mac_3 ({A[47:32], A[79:64]}, kernel, out[127:96]);
mac2 mac_4 ({A[55:40], A[87:72]}, kernel, out[159:128]);
mac2 mac_5 ({A[63:48], A[95:80]}, kernel, out[191:160]);
mac2 mac_6 ({A[79:64], A[111:96]}, kernel, out[223:192]);
mac2 mac_7 ({A[87:72], A[119:104]}, kernel, out[255:224]);
mac2 mac_8 ({A[95:80], A[127:112]}, kernel, out[287:256]);
endmodule
==> flow/run.sh <==
#!/bin/bash
# OpenROAD 26Q1-2900-gdf79404cd8, Yosys 0.63+post, stock flow scripts
make -C /OpenROAD-flow-scripts/flow DESIGN_CONFIG=/design/flow/config.mk WORK_HOME=/design/flow/orfs finish
==> flow/config.mk <==
export PLATFORM = sky130hd
export DESIGN_NAME = nmcu4
export DESIGN_NICKNAME = nmcu4
export VERILOG_FILES = /design/flow/design.v
export SDC_FILE = /design/flow/constraint.sdc
export NUM_CORES = 4
export LEC_CHECK = 1
export CORE_UTILIZATION = 30
==> flow/constraint.sdc <==
current_design nmcu4

set clk_period 17.9
set clk_io_pct 0.2

create_clock -name clk0 -period $clk_period

set non_clock_inputs [all_inputs -no_clocks]
set_input_delay [expr $clk_period * $clk_io_pct] -clock clk0 $non_clock_inputs
set_output_delay [expr $clk_period * $clk_io_pct] -clock clk0 [all_outputs]
==> impl_metrics.json <==
{
  "syn-mean-instance-area_um2": 8.45,
  "most_common_cell": "inv_1",
  "dr.pass1.iters": 8,
  "whs_ps": 8460,
  "slowest_stage": "clkdlybuf4s50_1",
  "topCellsByArea": "fa_1 35%, ha_1 20%, and2_1 12%",
  "maxCapViolCount": 0,
  "grt_pass1_vias": 68000,
  "dieWidth_um": 548,
  "first_iter_violations": 2487,
  "hp-start": "A[72]",
  "relSlewSlack": 0.418,
  "yosysWarningCount": 3,
  "die_h_um": 548,
  "ys_top_cells_by_count": "2325 x inv_1, 1700 x and2_1, 1584 x fa_1",
  "worstPathArrival_ps": 11980,
  "finalHoldViolations": 0,
  "fin_cells": 14600,
  "routed_wl_mm": 241,
  "intPower_uw": 21200,
  "tool_warnings": 32,
  "placed_area_um2": 96300,
  "tightestPinTransition_ps": 866,
  "drc": 0,
  "grt_pass1_wl_mm": 387,
  "setup_viol": 0,
  "antenna_found_initial": 22,
  "ys_cells": 10600,
  "postRouteAntennaNets": 0,
  "p_leak_uw": 0.0507,
  "hpwl_mm": 198,
  "area_growth_pct": 7.83,
  "port_buffers": 322,
  "cts_hold_buf": 0,
  "finalClockPeriodUsage": 0.869,
  "fp_util": 0.301,
  "hold_class": "input port to primary output",
  "post_cts_resize_count": 0,
  "outcome": "completed",
  "syn_area_um2": 89400,
  "critPathLaunchType": "input port",
  "critPathMaxStageDelay_ps": 730,
  "peakVddDrop_mv": 1.79,
  "max_freq_ghz": 0.0643,
  "fin_util": 0.325,
  "switching_power_uw": 22900,
  "avgRoutedWirePerCell_um": 16.5,
  "ys_area_um2": 89400,
  "rsz0062_at_grt": "false",
  "hold_end": "out[192]",
  "grt_max_degree": 59,
  "fin_crit_ps": 15560,
  "p_per_area_nw_per_um2": 458,
  "critPathCaptureType": "primary output",
  "flops": 0,
  "required_ps": 14320,
  "ios": 448,
  "chip_area_um2": 300000,
  "fin_area_um2": 96400,
  "syn_inst": 10600,
  "placed_cells": 14500,
  "largest_area_cell": "fa_1",
  "gr-usage-all-layers": 0.172,
  "nClkBuffers": 0,
  "core-area_um2": 297000,
  "hold_depth": 4,
  "swShare": 0.519,
  "path_max_fanout": 13,
  "drive_gt1_frac": 0.0209,
  "flop_area_um2": 0,
  "num_vias": 66100,
  "yosysSeqAreaShare": 0,
  "top_cell_area_share": 0.355,
  "critical_path_class": "input port to primary output",
  "setup_tns_ps": 0,
  "drv_slew": 0,
  "synth.distinct_cells": 67,
  "vias_per_cell": 4.54,
  "overflow": 0,
  "gp_congestion": 0.930,
  "rows": 200,
  "post-cts-setup-buffers": 0
}
[routing by layer]
metal | track usage | wire [µm] | up-vias
met5 | 0.00142 | 69 | -
li1 | - | - | 32200
met4 | 0.0182 | 3260 | 4
met1 | 0.247 | 110000 | 32400
met2 | 0.271 | 109000 | 1461
met3 | 0.0502 | 18100 | 98
[power by group through the flow]
stage	Combinational (µW)	Sequential (µW)	Clock [µW]
CTS	44700	0	0
global route	48800	0	0.0000150
[logic make-up after synthesis]
kind of cell / after synthesis / share of synthesized area
fa+ha+maj: 3033 / 0.558
buf+inv: 2865 / 0.126
xor+xnor: 539 / 0.0528
other cells: 1 / 0.0000420
mux: 2 / 0.000224
simple gates: 2866 / 0.173
compound gates: 1271 / 0.0906
[metrics by stage]
stage | total power (µW) | worst slack (ps)
floorplan | 23000 | 4450
detailed placement | 44200 | 2360
global placement | 44500 | 2310
global route | 48800 | 1880
finish | 44100 | 2340
CTS | 44700 | 2310
[worst max path at each step]
| stage | endpoint | cells after the start | startpoint |
|---|---|---|---|
| CTS | out[142] | 28 | A[43] |
| global route | out[142] | 28 | A[43] |
| finish | out[142] | 28 | A[43] |
[area by class of cell]
class,instances,area (µm²)
antenna,18,45.0
fill,31200,200000
inverter,2325,8730
multi-input combinational,7837,78600
tap,3939,4930
timing repair buffer,442,4060
[cells in the final DEF, fill, tap and decap left out, drive strengths merged, types with 11 or more instances in the layout]
| cell | Yosys | final |
|---|---|---|
| ha | 1449 | 1449 |
| nor2b | 40 | 40 |
| diode | 0 | 18 |
| fa | 1584 | 1584 |
| nor4 | 14 | 14 |
| nand2 | 733 | 733 |
| nor3 | 29 | 29 |
| xnor2 | 413 | 413 |
| o31a | 33 | 33 |
| o21ai | 229 | 229 |
| a31o | 36 | 36 |
| and2 | 1700 | 1700 |
| o41ai | 15 | 15 |
| a211oi | 39 | 39 |
| conb | 1 | 126 |
| nand2b | 12 | 12 |
| buf | 127 | 154 |
| and3 | 11 | 11 |
| xor2 | 126 | 126 |
| a21oi | 459 | 459 |
| a21o | 228 | 228 |
| inv | 2325 | 2325 |
| o211ai | 19 | 19 |
| a31oi | 17 | 17 |
| nor2 | 211 | 211 |
| o21bai | 79 | 79 |
| o21a | 50 | 50 |
| nand3 | 84 | 84 |
| clkdlybuf4s50 | 0 | 288 |
[worst max-delay path: cells and delay by family]
family	cells	cell delay [ps]
adders and majority gates	8	3700
buffers and inverters	8	1640
AOI/OAI and AO/OA	4	1110
and+or+nand+nor	6	1040
xor gates and xnor gates	2	870
Power figures rest on the tool's default switching activity, not on a simulated workload.
