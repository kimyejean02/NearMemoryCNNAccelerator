<file path="flow/run.sh">
#!/bin/bash
# OpenROAD 26Q1-2900-gdf79404cd8, Yosys 0.63+post, stock flow scripts
make -C /OpenROAD-flow-scripts/flow DESIGN_CONFIG=/design/flow/config.mk WORK_HOME=/design/flow/orfs finish
</file>
<file path="flow/config.mk">
export PLATFORM = sky130hd
export DESIGN_NAME = mem
export DESIGN_NICKNAME = mem
export VERILOG_FILES = /design/flow/design.v
export SDC_FILE = /design/flow/constraint.sdc
export NUM_CORES = 4
export LEC_CHECK = 1
export CORE_UTILIZATION = 40
</file>
<file path="flow/constraint.sdc">
current_design mem

set clk_period 15.8
set clk_io_pct 0.2

create_clock -name clk0 -period $clk_period [get_ports {clk}]

set non_clock_inputs [all_inputs -no_clocks]
set_input_delay [expr $clk_period * $clk_io_pct] -clock clk0 $non_clock_inputs
set_output_delay [expr $clk_period * $clk_io_pct] -clock clk0 [all_outputs]
</file>
<file path="flow/design.v">
module mem
#(
    parameter DATA_WIDTH    = 32,
    parameter ADDRESS_WIDTH = 8,
    parameter LATENCY       = 2
)
(
    input  wire                     clk,
    input  wire                     rst,
    input  wire                     sel,
    input  wire                     w_en,
    input  wire [ADDRESS_WIDTH-1:0] address_bus,
    inout  wire [DATA_WIDTH-1:0]    data_bus,
    output reg                      ready
);
    reg [DATA_WIDTH-1:0] memory [(2**ADDRESS_WIDTH)-1:0];
    reg [DATA_WIDTH-1:0] d_out;
    reg data_valid;
    assign data_bus = (sel && !w_en && data_valid && ready) ? d_out : {DATA_WIDTH{1'bz}};
    reg [$clog2(LATENCY+1)-1:0] cnt = 0;
    reg req_active = 0;
    reg [ADDRESS_WIDTH-1:0] addr_reg;
    reg [DATA_WIDTH-1:0]    wdata_reg;
    always @(posedge clk or posedge rst) begin
        if (rst) begin
            ready <= 0;
            data_valid <= 0;
        end else begin
            if (!sel) begin
                req_active <= 0;
            end
            if (sel && !req_active) begin
                req_active <= 1;
                cnt        <= LATENCY;
                ready      <= 0;
                addr_reg <= address_bus;
                wdata_reg <= data_bus;
            end
            if (req_active && sel) begin
                if (cnt != 0) begin
                    cnt <= cnt - 1;
                end else begin
                    req_active <= 0;
                    ready <= 1;
                    data_valid <= 1;
                    if (w_en) begin
                        memory[addr_reg] <= wdata_reg;
                        data_valid <= 0;
                    end else begin
                        d_out <= memory[addr_reg];
                    end
                end
            end
        end
    end
endmodule
</file>
==> flow_summary.yaml <==
# synthesis and place-and-route metrics
power_and_ir_drop:
  p_sw_share_pct: 20.6
  power_switching_mw: 8.90
  pwr_density_cell_nw_per_um2: 123
  clkPwrFrac_pct: 42.8
  leakage_nw: 108
  p_seq_share_pct: 55.5
  power_frac_comb_pct: 1.7
  p_int_mw: 34.2
  peakVddDrop_uv: 131
yosys:
  edf_count: 8267
  syn_inst: 16800
  synth_area_sq_um: 303000
  syn_avg_cell_area_sq_um: 18.1
  ff_type: "edfxtp_1"
  ys_types: 74
  ys_area_sq_um: 303000
  synth_seq_share_pct: 81.9
  ys_ff: 8268
  yosys_warnings: 3
  async_flop_share_pct: 0.0121
  ys_cells: 16800
timing:
  layout_setup_ws_ns: 8.49
  rsz0062_at_grt: "no"
  worst_slew_pin_slew_ns: 1.54
  setup_viol_count_final: 0
  finalClockPeriodUsage_pct: 46.3
  relSlewSlack_pct: -3.82
  fin_crit_ns: 7.31
  finalHoldViolCount: 0
  skew_ns: 0.0848
  drv_slew: 4
  tns_ns: 0
  timing.fmax_ghz: 0.137
clocking:
  clk_latency_ns: 1.25
  cts_setup_buffers: 0
  cts_hold_buf: 0
  clock_path_buffers: 4
  cts.sinks: 8268
  cts_resized: 0
  numCtsBuffers: 800
  cts-root-buf: "clkbuf_16"
  htree_levels: 6
  clk_pin_slew_ns: 0.06
  cts_tree: "built"
layout:
  drive_gt1_share_pct: 16.4
  syn2layout_area_growth_pct: 15.5
  fillers: 62400
  final_util_pct: 46.4
  logic_area_sq_um: 52800
  regArea_sq_um: 248000
  largest_reg_flops: 8192
job:
  cap_violations: 3
  warning_count: 91
grt:
  antenna_found_initial: 189
  grt_pass1_wl_um: 1610000
  globalRouteTotalUtil_pct: 34.8
  grt_max_degree: 96
  grt_pass1_vias: 183000
  grt-ovfl-total: 0
worst_setup_path:
  end_kind: "flip-flop"
  slowest_stage: "edfxtp_1"
  required_ns: 16.76
  critical_path_class: "flip-flop to flip-flop"
  critPathTopFamily: "buffers and inverters"
  critPathBufInv: 7
  cp_common_cell: "buf_4"
  start_kind: "flip-flop"
  worstPathArrival_ns: 8.27
  path_max_fanout: 45
  path_cells: "buf_4 -> nand4b_1 -> buf_4 -> buf_4 -> buf_4 -> nor2_4 -> buf_4 -> a22oi_1 -> nand4_1 -> nor4_1 -> buf_4 -> and4_1 -> a31oi_1 -> buf_4"
  cpPeakStageDelay_ns: 0.79
run_status:
  status: "finished with violations"
  failed_checks: "capacitance limit, slew limit"
floorplanning:
  pin_count: 45
  die_y_um: 873
  core_sq_um: 755000
  dieArea_sq_um: 762000
  die_x_um: 873
  rows: 319
  fp_util_pct: 40.2
place:
  dp_hpwl_um: 818000
  port_buffers: 12
  gp_congestion: 1.05
  place_ws_ns: 7.78
route:
  routed_wl_um: 1220000
  num_vias: 181000
  viasPerCell: 6.24
  drt_iter0_drc: 17000
  routedWlPerCell_um: 42.1
  drt_first_pass_iters: 8
  drcViolationCount: 0
  antenna_left: 0
hold_path:
  hold_class: "flip-flop to flip-flop"
[cells in the mapped netlist (252+ instances only)]
cell | number | area share [%]
nor2_1 | 275 | 0.34
a222oi_1 | 300 | 0.99
a22o_1 | 252 | 0.73
nand4_1 | 349 | 0.72
buf_2 | 275 | 0.45
nor3_1 | 252 | 0.42
nand3_1 | 769 | 1.3
edfxtp_1 | 8267 | 82
and3_1 | 627 | 1.3
nor4_1 | 271 | 0.56
clkbuf_1 | 770 | 0.95
o22ai_1 | 420 | 0.87
a22oi_1 | 2467 | 6.1
[power groups by stage]
stage | registers, mW | logic [mW] | clock network (mW)
CTS | 23.9 | 0.711 | 18.6
global route | 23.9 | 0.753 | 19.4
finish | 23.9 | 0.750 | 18.5
[routing by layer]
layer | vias up | track usage, % | part of all wire [%]
li1 | 73800 | - | -
met1 | 90100 | 36.2 | 29
met2 | 14100 | 45.4 | 42
met3 | 2549 | 33.7 | 22
met4 | 192 | 16.6 | 6.5
met5 | - | 9.76 | 0.71
[cell families (layout without fill, tap and decap cells)]
logic type	after synthesis	count (layout)	synth area share [%]
DFF	8268	8268	81.9
AOI/OAI and AO/OA	4259	4259	10.8
and+or+nand+nor	3001	3001	5.58
buffers and inverters	1247	2838	1.74
xor gates and xnor gates	3	3	0.00866
muxes	2	2	0.00701
other	0	443	0
[placed cells by master, fill, tap and decap left out, drive strengths merged, types with 272 or more instances in the layout]
cell / instances
edfxtp: 8267
and3: 627
nand3: 769
clkinv: 354
a22oi: 2467
a222oi: 300
diode: 443
nand4: 349
buf: 1383
o22ai: 420
clkbuf: 992
nor2: 280
nor4: 272
[final cells by class]
type | instances | area share, %
well taps | 10100 | 3.61
clock inverters | 446 | 1.11
inverters | 5 | 0.00536
clock buffers | 991 | 5.97
multi-input cells | 7265 | 15.1
diodes | 443 | 0.316
flip-flops and latches | 8268 | 70.9
repair buffers | 1396 | 3.08
[worst paths after layout]
check / from / endpoint / slack (ns) / depth (start not counted)
setup / recovery: addr_reg[6] / data_bus[12] / 8.49 / 14
setup reg to reg: addr_reg[6] / data_bus[12] / 8.49 / 14
hold / removal: data_bus[7] / wdata_reg[7] / 0.46 / 0
min in group asynchronous: rst / ready / 2.35 / 2
max in group asynchronous: rst / ready / 13.28 / 2
hold reg to reg: data_bus[7] / wdata_reg[7] / 0.46 / 0
[metrics by stage]
stage,total power [mW],area [sq um],hold slack [ns],std cells
finish,43.1,350000,0.464,28900
global route,44.0,350000,0.483,28800
CTS,43.2,349000,0.461,28500
detailed placement,25.1,324000,0.447,27000
global placement,25.1,324000,0.435,27000
floorplan,24.7,303000,0.400,16800
Power is estimated from default activity; no workload was simulated.
