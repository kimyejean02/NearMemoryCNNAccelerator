<file path="run.sh">
#!/bin/bash
# OpenROAD 26Q1-2900-gdf79404cd8, Yosys 0.63+post, stock flow scripts
make -C /OpenROAD-flow-scripts/flow DESIGN_CONFIG=/design/flow/config.mk WORK_HOME=/design/flow/orfs finish
</file>
<file path="config.mk">
export PLATFORM = sky130hd
export DESIGN_NAME = linear_layer_with_mem
export DESIGN_NICKNAME = linear_layer_with_mem
export VERILOG_FILES = /design/flow/design.v
export SDC_FILE = /design/flow/constraint.sdc
export NUM_CORES = 4
export LEC_CHECK = 1
export CORE_UTILIZATION = 50
</file>
<file path="constraint.sdc">
current_design linear_layer_with_mem

set clk_period 19.0
set clk_io_pct 0.2

create_clock -name clk0 -period $clk_period [get_ports {clk}]

set non_clock_inputs [all_inputs -no_clocks]
set_input_delay [expr $clk_period * $clk_io_pct] -clock clk0 $non_clock_inputs
set_output_delay [expr $clk_period * $clk_io_pct] -clock clk0 [all_outputs]
</file>
<file path="design.v">
module linear_layer_with_mem #(
    parameter DATA_WIDTH    = 8,
    parameter W_WIDTH       = 8,
    parameter ACC_WIDTH     = 32,
    parameter ADDR_WIDTH    = 8,
    parameter DATABUS_WIDTH = 32,
    parameter N = 8,
    parameter M = 8
)(
    input  wire clk,
    input  wire rst,
    input  wire start,
    input  wire [ADDR_WIDTH-1:0] activ_base,
    input  wire [ADDR_WIDTH-1:0] weight_base,
    input  wire [ADDR_WIDTH-1:0] bias_base,
    input  wire [ADDR_WIDTH-1:0] output_base,
    output reg mem_w,
    output reg mem_sel,
    output reg done,
    output reg out_valid,
    inout  wire [ADDR_WIDTH-1:0]    address_bus,
    inout  wire [DATABUS_WIDTH-1:0] data_bus,
    input  wire                     ready
);
    integer i, j;
    reg signed [DATA_WIDTH-1:0] activations [0:N-1];
    reg signed [W_WIDTH-1:0]    weights     [0:M-1][0:N-1];
    reg signed [ACC_WIDTH-1:0]  bias        [0:M-1];
    reg signed [ACC_WIDTH-1:0]  acc;
    typedef enum logic [2:0] {
        IDLE,
        LOAD_ACTIV,
        LOAD_WEIGHTS,
        LOAD_BIAS,
        COMPUTE,
        WRITE_OUT,
        NEXT,
        FINISH
    } state_t;
    state_t state;
    reg [ADDR_WIDTH-1:0] address;
    assign address_bus = mem_sel ? address : {ADDR_WIDTH{1'bZ}};
    reg [DATABUS_WIDTH-1:0] data;
    assign data_bus = (mem_sel && mem_w) ? data : {DATABUS_WIDTH{1'bZ}};
    reg stall;  
    always @(posedge clk or posedge rst) begin
        if (rst) begin
            state <= IDLE;
            i <= 0; j <= 0;
            mem_w <= 0; mem_sel <= 0;
            done <= 0; out_valid <= 0;
            acc <= 0;
            address <= 0; data <= 0;
            stall <= 0;
        end else begin
            if (stall) begin
                mem_sel <= 0;
                mem_w   <= 0;
                stall   <= 0;
            end else begin
                case(state)
                IDLE: begin
                    done <= 0;
                    out_valid <= 0;
                    mem_sel <= 0;
                    mem_w   <= 0;
                    if (start) begin
                        i <= 0;
                        address <= activ_base;
                        state <= LOAD_ACTIV;
                    end
                end
                LOAD_ACTIV: begin
                    mem_sel <= 1;
                    mem_w   <= 0;
                    if (ready) begin
                        activations[i] <= data_bus[DATA_WIDTH-1:0];
                        i <= i + 1;
                        address <= address + 1;
                        mem_sel <= 0;
                        stall <= 1;  
                        if (i == N-1) begin
                            i <= 0; j <= 0;
                            address <= weight_base;
                            state <= LOAD_WEIGHTS;
                        end
                    end
                end
                LOAD_WEIGHTS: begin
                    mem_sel <= 1;
                    mem_w   <= 0;
                    if (ready) begin
                        weights[i][j] <= data_bus[W_WIDTH-1:0];
                        j <= j + 1;
                        address <= address + 1;
                        mem_sel <= 0;
                        stall <= 1;
                        if (i == M-1 && j == N-1) begin
                            i <= 0; j <= 0;
                            address <= bias_base;
                            state <= LOAD_BIAS;
                        end else if (j == N-1) begin
                            j <= 0; i <= i + 1;
                        end
                    end
                end
                LOAD_BIAS: begin
                    mem_sel <= 1;
                    mem_w   <= 0;
                    if (ready) begin
                        bias[i] <= data_bus[ACC_WIDTH-1:0];
                        i <= i + 1;
                        address <= address + 1;
                        mem_sel <= 0;
                        stall <= 1;
                        if (i == M-1) begin
                            i <= 0; j <= 0;
                            acc <= bias[0];
                            state <= COMPUTE;
                        end
                    end
                end
                COMPUTE: begin
                    acc <= acc + activations[j] * weights[i][j];
                    if (j == N-1) begin
                        data <= {{(DATABUS_WIDTH-ACC_WIDTH){1'b0}}, acc};
                        address <= output_base + i;
                        state <= WRITE_OUT;
                        j <= 0;
                    end else begin
                        j <= j + 1;
                    end
                end
                WRITE_OUT: begin
                    mem_sel <= 1;
                    mem_w   <= 1;
                    if (ready) begin
                        mem_sel <= 0;
                        mem_w   <= 0;
                        stall   <= 1;
                        out_valid <= 1;
                        state <= NEXT;
                    end
                end
                NEXT: begin
                    out_valid <= 0;
                    if (i == M-1) begin
                        state <= FINISH;
                    end else begin
                        i <= i + 1;
                        acc <= bias[i+1];
                        state <= COMPUTE;
                    end
                end
                FINISH: begin
                    done <= 1;
                end
                endcase
            end
        end
    end
endmodule
</file>
==> flow_summary.ini <==
; flow metrics
[synthesis]
yosysCellCount = 3160
synth-main-ff-cell = edfxtp_1
edf_count = 832
syn_area_um2 = 44300
avgSynthCellArea_um2 = 14.0
ys_area_um2 = 44300
yosysWarnings = 6
synth-seq-area-share_pct = 64.9
syn_inst = 3160
ys.flops = 981
yosysUniqueCellTypes = 78
ys_async_sr_fraction_pct = 15.2

[floorplanning]
die_x_um = 300
initCoreUtil_pct = 50.7
die_h_um = 300
pin_count = 80
fp-row-count = 108

[clocking]
ctsLongestPathBuffers = 3
ctsResizeCount = 0
ctsRootBufferMaster = clkbuf_16
numClockSinks = 981
cts_made_buffers = 99
hold_buffers = 0
postCtsSetupBuffers = 0
htreeDepth = 3

[outcome]
error = [error] [KeplerFormal.cpp:679] Workflow failed: Iso has multiple drivers: .data_bus4, data_bus[4]$_DFFE_PP0P_.Q0
haltStage = 4_1_cts
status = did not finish

[place]
place_congestion = 1.00
placed_cells = 4311
dpl_cell_area_um2 = 46500
port_buffers = 39
hpwl_um = 79100
[per-stage QoR]
stage	utilization (%)	power, mW	hold WS (ps)	worst slack [ps]
3_5_place_dp	53.3	34.0	448	8970
3_3_place_gp	53.3	33.2	444	9030
2_1_floorplan	-	27.2	421	9530
[synthesized netlist by cell type, types with 7 or more instances]
master	n	area share, %
nor4_1	15	0.21
a211oi_1	25	0.42
a22oi_1	90	1.5
fa_1	139	6.3
xor2_1	51	1.0
o211ai_1	14	0.24
nand2_1	235	2.0
or3_1	7	0.099
nor2b_1	32	0.45
mux2_2	40	1.0
buf_1	25	0.21
clkbuf_1	119	1.0
o21ai_0	129	1.5
a221oi_1	46	0.91
a22o_1	60	1.2
a31oi_1	27	0.38
a2111oi_0	8	0.16
mux2i_1	23	0.52
a221o_1	8	0.18
a222oi_1	105	2.4
nand2b_1	15	0.21
dfrtp_1	148	8.4
nand3_1	71	0.80
ha_1	91	2.6
edfxtp_1	832	56
o31ai_1	25	0.42
and2_1	15	0.21
buf_2	33	0.37
nor3_1	46	0.52
a21oi_1	126	1.4
inv_1	137	1.2
o221ai_1	8	0.16
nor2_1	203	1.7
and3_1	44	0.62
xnor2_1	34	0.67
o22ai_1	7	0.099
nand4_1	26	0.37
[logic make-up after synthesis]
logic type                 after synthesis  synth area share (%)
muxes                                   69                  1.79
xor gates and xnor gates                87                  1.75
AOI/OAI and AO/OA                      735                  12.1
DFF                                    981                  64.9
and+or+nand+nor                        739                  7.84
buffers and inverters                  319                  2.82
adders and majority gates              230                  8.86
Power and IR drop assume default switching activity.
